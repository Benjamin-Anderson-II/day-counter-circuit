==> flow/design.v <==
module sev_seg_decoder(input  logic[3:0] data,
                output logic[6:0] segments);
	always_comb
		case(data)
			0:       segments<=7'b0000_001;
			1:       segments<=7'b1001_111;
			2:       segments<=7'b0010_010;
			3:       segments<=7'b0000_110;
			4:       segments<=7'b1001_100;
			5:       segments<=7'b0100_100;
			6:       segments<=7'b0100_000;
			7:       segments<=7'b0001_111;
			8:       segments<=7'b0000_000;
			9:       segments<=7'b0000_100;
			default: segments<=7'b1111_111;
	endcase
endmodule
==> flow/run.sh <==
#!/bin/bash
# OpenROAD 26Q1-2900-gdf79404cd8, Yosys 0.63+post, stock flow scripts
make -C /OpenROAD-flow-scripts/flow DESIGN_CONFIG=/design/flow/config.mk WORK_HOME=/design/flow/orfs finish
==> flow/config.mk <==
export PLATFORM = sky130hd
export DESIGN_NAME = sev_seg_decoder
export DESIGN_NICKNAME = sev_seg_decoder
export VERILOG_FILES = /design/flow/design.v
export SDC_FILE = /design/flow/constraint.sdc
export NUM_CORES = 4
export LEC_CHECK = 1
export CORE_AREA = 10 10 70 70
export DIE_AREA = 0 0 80 80
==> flow/constraint.sdc <==
current_design sev_seg_decoder

set clk_period 1.1
set clk_io_pct 0.2

create_clock -name clk0 -period $clk_period

set non_clock_inputs [all_inputs -no_clocks]
set_input_delay [expr $clk_period * $clk_io_pct] -clock clk0 $non_clock_inputs
set_output_delay [expr $clk_period * $clk_io_pct] -clock clk0 [all_outputs]
==> out/README.md <==
| Quantity | This run |
|---|---|
| Floorplan core density | 0.0615 |
| Transition time of the tightest slew-check pin | 0.231 ns |
| Antenna violations before repair | 0 |
| Core ar. | 3420 um^2 |
| Antenna Diode Count | 0 |
| Slowest stage delay, CP | 0.26 ns |
| Total congestion overflow after global routing | 0 |
| Highest attainable clock frequency | 0.785 GHz |
| Data arrival time of the critical path | 1.05 ns |
| Clock buffer cells | 0 |
| Die extent in y | 80 um |
| Cell count listed in synth_stat.txt | 33 |
| Netlist cell types | 13 |
| Power per cell area | 324 nW/um^2 |
| Final cell utilization of the core | 0.148 |
| Combined buffer and inverter count along the critical path | 3 |
| Via/cell ratio | 2.86 |
| Setup-failing EPs final | 7 |
| Flip-flops | 0 |
| Fill cells | 387 |
| Post-DP Area | 414 um^2 |
| Total GRT Usage | 0.0240 |
| DRC violation count after routing | 0 |
| Number of vias after detailed routing | 283 |
| CP Class | in2out |
| Synthesized cell area | 210 um^2 |
| Run status | finished with violations |
| Failing checks | setup timing |
| Worst Hold Class | in2out |
| MaxCap Viol Count | 0 |
| Number of warnings the tools reported | 38 |
| Sequential cell area fraction in the yosys report | 0 |
| Fin crit period | 1.27 ns |
| Chip Width | 80 um |
| Share of the clock period used by the worst path after layout | 1.16 |
| Top Layout Cells | buf_4 (7), buf_2 (6), buf_6 (5), o21ai_1 (3), nor2_1 (3) |
| Weighted congestion at the end of routability-driven global placement | 0.768 |
| Kind of launch point of the worst setup path | input pin |
| Kind of capture point of the worst setup path | primary output |
| IR Drop Worst-Case VDD | 0.0000526 V |
| Rows | 21 |
| Relative slew margins | 0.846 |
| Avg Synthesized Cell Area | 6.37 um^2 |
| Setup repair after global routing missed its margin | yes |
| Critical path, cell by cell | buf_8, buf_6, or2b_1, a21oi_2, a31oi_1, buf_2 |
| Ys Warns | 1 |
| Total Negative Setup Slacks | -0.848 ns |
| Count of buffers from port buffering | 11 |
| Family of cells with the greatest summed delay on the critical path | buffers and inverters |
| Share of layout cells above drive strength 1 | 0.604 |
| Required time of the critical path | 0.88 ns |
| DR WL/cell | 7.91 um |
| Worst-path cell with the longest stage delay | or2b_1 |
| Sequential cell area in the final layout | 0 um^2 |
| Wire length of the first global-routing pass | 1.30 mm |
| Final max-slew violation count | 0 |
| Floorplan die area | 6400 um^2 |
| Fin worst setup slack | -0.175 ns |
| Cells after Synth | 33 |
| Worst-path fanout max | 5 |
| Post-detailed-routing wire length | 783 um |
| Commonest Layout Cell | buf_4 |
| Antenna-violating nets left | 0 |
| Maximum number of pins on one net before global-route repair | 11 |
| Sum of net half-perimeters after detailed placement | 563 um |
| Count of endpoints failing hold in the final timing report | 0 |
| Initial DRT Pass Iterations | 2 |
| Vias in the first global route | 269 |
| Finished layout cell area | 507 um^2 |
| Standby leakage power | 0.216 nW |
| Area of the synthesized netlist per yosys stat | 210 um^2 |
| Number of ports placed on the die boundary | 11 |
| Layout area overhead | 141% |
| Drt initial violations | 17 |
| Logic area | 243 um^2 |
## path summary, 6_finish.rpt
check  cells after the start    start     endpoint  slack (ns)
max                        6  data[1]  segments[3]       -0.17
min                        5  data[3]  segments[0]        0.84
## cell usage after synthesis
| library cell | instances | share of area |
|---|---|---|
| ha_1 | 5 | 0.30 |
| a21oi_2 | 1 | 0.042 |
| buf_6 | 1 | 0.054 |
| or2b_1 | 1 | 0.036 |
| nand2b_1 | 4 | 0.12 |
| a21oi_1 | 2 | 0.048 |
| a31oi_1 | 1 | 0.030 |
| inv_1 | 3 | 0.054 |
| o21ai_0 | 6 | 0.14 |
| nor2_1 | 5 | 0.089 |
| nand2_1 | 2 | 0.036 |
| buf_2 | 1 | 0.024 |
| or2_1 | 1 | 0.030 |
## kinds of logic after synthesis
| kind of cell | after synthesis | share of synthesized area |
|---|---|---|
| AND/OR/NAND/NOR | 13 | 0.310 |
| adder cells (fa/ha/maj) | 5 | 0.298 |
| buffers and inverters | 5 | 0.131 |
| AND-OR/OR-AND | 10 | 0.262 |
## where the power goes
group | internal (mW) | leakage, nW | switching (mW)
Sequential | 0 | 0 | 0
Combinational | 0.0970 | 0.216 | 0.0671
Clock | 0 | 0 | 0
## per-stage QoR
step | hold WS (ns) | std cells | setup WS [ns] | power [mW]
3_5_place_dp | 1.62 | 95 | -1.04 | 0.135
2_1_floorplan | 0.528 | 33 | 0.0578 | 0.0472
4_1_cts | 0.844 | 97 | -0.179 | 0.148
3_3_place_gp | 1.62 | 95 | -1.08 | 0.135
6_report | 0.838 | 99 | -0.175 | 0.164
5_1_grt | 0.893 | 99 | -0.243 | 0.186
## per-layer routing
| layer | global-route usage | share of wire |
|---|---|---|
| met5 | 0 | 0 |
| met2 | 0.0449 | 0.45 |
| met4 | 0 | 0 |
| met3 | 0.00341 | 0.060 |
| met1 | 0.0297 | 0.49 |
## area by class of cell
type                            instances  area share
Inverter                                3      0.0370
Multi-Input combinational cell         28       0.479
Tap cell                               46       0.114
Timing Repair Buffer                   22       0.370
## what timing repair did
action / CTS / global route
endpoints found under the setup margin: 7 / 7
pin swaps: 10 / 5
gates resized: 60 / 7
setup buffers: 2 / 2
hold buffers: 0 / 0
Power and IR drop assume default switching activity.
